==> flow/design.v <==
module sevensegment (SW, HEX0, HEX1);
   input [3:0] SW;
   output [0:6] HEX0, HEX1;
	b2d_7seg B0 (SW[3:0], HEX0);
	b2d_7seg B1 (0000, HEX1);
endmodule
module b2d_7seg (X, SSD);
       input [3:0] X;
       output [0:6] SSD;
       assign SSD[0] = ((~X[3] & ~X[2] & ~X[1] &  X[0]) | (~X[3] &  X[2] & ~X[1] & ~X[0]));
       assign SSD[1] = ((~X[3] &  X[2] & ~X[1] &  X[0]) | (~X[3] &  X[2] &  X[1] & ~X[0]));
       assign SSD[2] =  (~X[3] & ~X[2] &  X[1] & ~X[0]);
       assign SSD[3] = ((~X[3] & ~X[2] & ~X[1] &  X[0]) | (~X[3] &  X[2] & ~X[1] & ~X[0]) | (~X[3] &  X[2] & X[1] & X[0]) | (X[3] & ~X[2] & ~X[1] & X[0]));
       assign SSD[4] = ~((~X[2] & ~X[0]) | (X[1] & ~X[0]));
       assign SSD[5] = ((~X[3] & ~X[2] & ~X[1] &  X[0]) | (~X[3] & ~X[2] &  X[1] & ~X[0]) | (~X[3] & ~X[2] & X[1] & X[0]) | (~X[3] & X[2] & X[1] & X[0]));
       assign SSD[6] = ((~X[3] & ~X[2] & ~X[1] &  X[0]) | (~X[3] & ~X[2] & ~X[1] & ~X[0]) | (~X[3] &  X[2] & X[1] & X[0]));
endmodule
==> flow/run.sh <==
#!/bin/bash
# OpenROAD 26Q1-2900-gdf79404cd8, Yosys 0.63+post, stock flow scripts
make -C /OpenROAD-flow-scripts/flow DESIGN_CONFIG=/design/flow/config.mk WORK_HOME=/design/flow/orfs finish
==> flow/config.mk <==
export PLATFORM = sky130hd
export DESIGN_NAME = sevensegment
export DESIGN_NICKNAME = sevensegment
export VERILOG_FILES = /design/flow/design.v
export SDC_FILE = /design/flow/constraint.sdc
export NUM_CORES = 4
export LEC_CHECK = 1
export CORE_AREA = 10 10 70 70
export DIE_AREA = 0 0 80 80
==> flow/constraint.sdc <==
current_design sevensegment

set clk_period 1.2
set clk_io_pct 0.2

create_clock -name clk0 -period $clk_period

set non_clock_inputs [all_inputs -no_clocks]
set_input_delay [expr $clk_period * $clk_io_pct] -clock clk0 $non_clock_inputs
set_output_delay [expr $clk_period * $clk_io_pct] -clock clk0 [all_outputs]
==> flow_metrics.env <==
# source this file to load flow results
export IMPL_pin_count=18
export IMPL_synth_yosys_chip_area_sq_um=188
export IMPL_path_max_fanout=3
export IMPL_synth_largest_type_area_fraction=0.280
export IMPL_lay_top_count="sky130_fd_sc_hd__conb_1"
export IMPL_route_vias_total=193
export IMPL_tool_warnings=33
export IMPL_synth_seq_area_share=0
export IMPL_drive_above_1_share=0.575
export IMPL_timing_critical_path_cells="buf_6 -> or2_4 -> a21oi_1 -> dlygate4sd2_1"
export IMPL_antenna_cells_inserted=0
export IMPL_achievable_frequency_mhz=866
export IMPL_grt_pass1_wl_um=897
export IMPL_fp_coreArea_sq_um=3420
export IMPL_vias_per_cell=2.24
export IMPL_synth_area_leader_cell="sky130_fd_sc_hd__buf_4"
export IMPL_hold_class="in2out"
export IMPL_chipArea_sq_um=6400
export IMPL_cellPowerDensity_nw_per_um2=260
export IMPL_die_y_um=80
export IMPL_initial_utilization=0.0549
export IMPL_remaining_drc_errors=0
export IMPL_lay_top_cells="7 x sky130_fd_sc_hd__conb_1, 4 x sky130_fd_sc_hd__clkbuf_2"
export IMPL_worst_endpoint_arrival_ps=910
export IMPL_layout_worst_path_cycle_share=0.962
export IMPL_critPathMaxStageDelay_ps=250
export IMPL_grt_antenna_before_repair=0
export IMPL_post_dp_cell_area_sq_um=335
export IMPL_die_width_um=80
export IMPL_postLayoutCoreUtil=0.104
export IMPL_clock_buffers=0
export IMPL_final_max_slew_viol_count=0
export IMPL_endpoint_kind="output pin"
export IMPL_firstDrtPassIters=2
export IMPL_place_port_buffers=11
export IMPL_post_route_min_period_ps=1150
export IMPL_synth_area_sq_um=188
export IMPL_timing_critical_path_required_ps=960
export IMPL_max_vdd_ir_drop_mv=0.0346
export IMPL_dr_first_iter_drc_count=7
export IMPL_post_place_ws_ps=-796
export IMPL_seq_cells=0
export IMPL_synth_lib_cells_used_distinct=16
export IMPL_grtUsageTotal=0.0164
export IMPL_cellLeakagePower_nw=0.173
export IMPL_globalplace_congestion=0.621
export IMPL_drt_wl_total_um=591
export IMPL_seqCellArea_sq_um=0
export IMPL_setup_viol=0
export IMPL_globalRouteOverflowTotal=0
export IMPL_fill_cells=404
export IMPL_yosysWarnings=1
export IMPL_outcome="complete, no violations"
export IMPL_cap_violations=0
export IMPL_first_global_vias=177
export IMPL_cp_max_delay_cell="sky130_fd_sc_hd__or2_4"
export IMPL_rsz0062_at_grt="false"
export IMPL_worstSetupStartpointType="input pin"
export IMPL_postLayoutCellArea_sq_um=357
export IMPL_synthTopCellsByArea="sky130_fd_sc_hd__buf_4 28%, sky130_fd_sc_hd__nand2b_1 10%, sky130_fd_sc_hd__xnor2_1 9.3%"
export IMPL_yosysCellCount=29
export IMPL_power_mw=0.0928
export IMPL_hpwlAfterDp_um=509
export IMPL_grt_start_max_net_pins=9
export IMPL_tns_ps=0
export IMPL_post_synth_cell_area_avg_sq_um=6.47
export IMPL_drt_antenna_violating_nets=0
export IMPL_cts_hold_buffers=0
export IMPL_areaGrowthSynthToFinish_pct=90.0
export IMPL_worst_setup_path_type="in2out"
export IMPL_finalWorstSetupSlack_ps=45.4
export IMPL_synthCells=29
export IMPL_hold_viol_final=0
export IMPL_floorplan_rows=21
export IMPL_avgRoutedWirePerCell_um=6.87
[report_power, final]
group	switching (mW)	internal (mW)
combinational	0.0386	0.0542
sequential	0	0
clock	0	0
[critical path: cells and delay by family]
family                 cells  cell delay (ps)
AOI/OAI and AO/OA          1              110
and+or+nand+nor            1              250
buffers and inverters      2              320
[repair_timing]
item,CTS,global route
gates resized,37,10
gates cloned,0,0
pin swaps,3,2
setup endpoints to repair,7,6
setup buffers,1,0
[Yosys cell counts, drive strengths merged]
cell	count
o21ai	1
xnor2	2
nand3	1
or2	1
a21o	1
nand2b	4
nand2	1
a21oi	2
buf	9
conb	2
inv	1
nor3	3
nor2	1
[cells by family after synthesis]
family	synth area share
buffers and inverters	0.387
other	0.0400
AOI/OAI and AO/OA	0.140
xor gates and xnor gates	0.0934
and+or+nand+nor	0.340
[path summary, 6_finish.rpt]
check / startpoint / endpoint / slack [ps] / cells after the start
max: SW[2] / HEX0[6] / 50 / 4
min: SW[0] / HEX0[2] / 830 / 3
[cell type report]
class,instances,area (sq um),share of cell area
Inverter,1,3.75,0.0105
Timing Repair Buffer,15,113,0.316
Tap cell,46,57.6,0.161
Multi-Input combinational cell,24,183,0.512
[per-layer routing]
layer,wire (um),track usage,vias up
met5,0,0,-
met4,0,0,0
met3,63,0.00682,0
met2,273,0.0265,11
met1,254,0.0211,80
li1,-,-,102
[through the flow]
step | cells | hold slack [ps]
floorplan | 34 | 491
global placement | 86 | 1520
detailed placement | 86 | 1520
CTS | 87 | 876
global route | 86 | 860
finish | 86 | 826
