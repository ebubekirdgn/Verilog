==> ./design.v <==
module compare5bit(input x0,x1,x2,x3,x4,y0,y1,y2,y3,y4 , output e,s,b);
   function isEqual;
		input x,y;
		begin
			isEqual = ~(x^y);
		end
   endfunction
	function isBig;
		input x,y;
		begin
			isBig = x & ~y;
		end
   endfunction
	function isSmall;
		input x,y;
		begin
			isSmall = ~x&y;
		end
   endfunction
	assign e = isEqual(x0,y0) & isEqual(x1,y1) & isEqual(x2,y2)&isEqual(x3,y3)&isEqual(x4,y4);
	assign s = (isSmall(x4,y4)) | ( isEqual(x4,y4) & isSmall(x3,y3) ) | ( isEqual(x4,y4) & isEqual(x3,y3) & isSmall(x2,y2) ) |
				  (isEqual(x4,y4) & isEqual(x3,y3) & isEqual(x2,y2) & isSmall(x1,y1) ) | ( isEqual(x4,y4) & isEqual(x3,y3) & isEqual(x2,y2)& isEqual(x1,y1) & isSmall(x0,y0) );
	assign b = ~(e | s);
endmodule
module fulladder (input S0, S1, Ci, output S, Co);
	wire N;
	assign N = S0 ^ S1;
	assign S = N ^ Ci;
	assign Co = (S1 & ~N) | (N & Ci);
endmodule
module bcdToDisplay(input i0,i1,i2,i3,output return0,return1,return2,return3,return4,return5,return6);
	mux8x1 A(i1,i2,i3,~i0, 1,i0,1,1,0,0,0,return0);
	mux8x1 B(i1,i2,i3,1,1,~i0,i0,1,0,0,0,return1);
	mux8x1 C(i1,i2,i3,1,i0,1,1,1,0,0,0,return2);
	mux8x1 D(i1,i2,i3,~i0,1,i0,~i0,1,0,0,0,return3);
	mux8x1 E(i1,i2,i3,~i0,~i0,0,~i0,~i0,0,0,0,return4);
	mux8x1 F(i1,i2,i3,~i0,0,1,~i0,1,0,0,0,return5);
	mux8x1 G(i1,i2,i3,0,1,1,~i0,1,0,0,0,return6);
endmodule
module binaryToBcd(input i0,i1,i2,i3,i4,output return0,return1,return2,return3,return4,return5,return6,return7);
	assign return0 = 0;
	assign return1 = 0;
	mux16x1 A(i1,i2,i3,i4,0,0,0,0,0,0,0,0,0,0,1,1,1,1,1,1,return2);
	mux16x1 B(i1,i2,i3,i4,0,0,0,0,0,1,1,1,1,1,0,0,0,0,0,1,return3);
	mux16x1 C(i1,i2,i3,i4,0,0,0,0,1,0,0,0,0,1,0,0,0,0,1,0,return4);
	mux16x1 D(i1,i2,i3,i4,0,0,1,1,0,0,0,1,1,0,0,0,1,1,0,0,return5);
	mux16x1 E(i1,i2,i3,i4,0,1,0,1,0,0,1,0,1,0,0,1,0,1,0,0,return6);
	assign return7 = i0;
endmodule
module mux2x1(s0,i0,i1,return);
	input s0,i0,i1;
	output return;
	assign return = (i0&(~s0)) | (i1&s0);
endmodule
module mux4x1(s0,s1,i0,i1,i2,i3,return);
	input s0,s1,i0,i1,i2,i3;
	output return;
	wire r1,r2;
	mux2x1 C(s0,i0,i1,r1);
	mux2x1 B(s0,i2,i3,r2);
	mux2x1 A(s1,r1,r2,return);
endmodule 
module mux8x1(s0,s1,s2,i0,i1,i2,i3,i4,i5,i6,i7,return);
	input s0,s1,s2,i0,i1,i2,i3,i4,i5,i6,i7;
	output return;
	wire r1,r2;
	mux4x1 A(s0,s1,i0,i1,i2,i3,r1);
	mux4x1 B(s0,s1,i4,i5,i6,i7,r2);
	mux2x1 C(s2,r1,r2,return);
endmodule
module mux16x1(s0,s1,s2,s3,i0,i1,i2,i3,i4,i5,i6,i7,i8,i9,i10,i11,i12,i13,i14,i15,return);
	input s0,s1,s2,s3,i0,i1,i2,i3,i4,i5,i6,i7,i8,i9,i10,i11,i12,i13,i14,i15;
	output return;
	wire r1,r2;
	mux8x1 A(s0,s1,s2,i0,i1,i2,i3,i4,i5,i6,i7,r1);
	mux8x1 B(s0,s1,s2,i8,i9,i10,i11,i12,i13,i14,i15,r2);
	mux2x1 C(s3,r1,r2,return);
endmodule 
module Project2 (input [3:0]KEY,input[17:0] SW,output[3:0] LEDR,output [3:0]LEDG,output[6:0] HEX0,HEX1,HEX4,HEX5,HEX6,HEX7);
	reg[4:0] r0, r1, r2, r3;
	initial begin
		r0 = 5'b00001;
		r1 = 5'b00011;
		r2 = 5'b00101;
		r3 = 5'b01010;		
	end
	assign LEDR[0] = ~SW[17] & ~SW[16];
	assign LEDR[1] = ~SW[17] &  SW[16];
	assign LEDR[2] =  SW[17] & ~SW[16];
   assign LEDR[3] =  SW[17] &  SW[16];
	wire [4:0] u0,u1,u2,u3;
	assign u0=r0;
	assign u1=r1;
	assign u2=r2;
	assign u3=r3;
   mux4x1 m4_0 (SW[16],SW[17],u0[0],u1[0],u2[0],u3[0],urun_fiyati0);
	mux4x1 m4_1 (SW[16],SW[17],u0[1],u1[1],u2[1],u3[1],urun_fiyati1);
	mux4x1 m4_2 (SW[16],SW[17],u0[2],u1[2],u2[2],u3[2],urun_fiyati2);
	mux4x1 m4_3 (SW[16],SW[17],u0[3],u1[3],u2[3],u3[3],urun_fiyati3);
	mux4x1 m4_4 (SW[16],SW[17],u0[4],u1[4],u2[4],u3[4],urun_fiyati4);
	compare5bit cp5_0(SW[0],SW[1],SW[2],SW[3],SW[4], urun_fiyati0,urun_fiyati1,urun_fiyati2,urun_fiyati3,urun_fiyati4,Equal,Small,Big);
	assign En = ~Small;	 
	fulladder f0 (SW[0],urun_fiyati0^1,1 ,para_ustu0,c0);
	fulladder f1 (SW[1],urun_fiyati1^1,c0,para_ustu1,c1);
	fulladder f2 (SW[2],urun_fiyati2^1,c1,para_ustu2,c2);
	fulladder f3 (SW[3],urun_fiyati3^1,c2,para_ustu3,c3);
	fulladder f4 (SW[4],urun_fiyati4^1,c3,para_ustu4,c4);
	wire para=SW[0]|SW[1]|SW[2]|SW[3]|SW[4];  
	binaryToBcd P_Giris(SW[0],SW[1],SW[2],SW[3],SW[4],return00,return01,return02,return03,return04,return05,return06,return07);
	bcdToDisplay P_Giris_Birler(return07,return06,return05,return04,pg_b0,pg_b1,pg_b2,pg_b3,pg_b4,pg_b5,pg_b6);	 
   bcdToDisplay P_Giris_Onlar(return03,return02,return01,return00,pg_o0,pg_o1,pg_o2,pg_o3,pg_o4,pg_o5,pg_o6);	 
	assign HEX4[0] = ~pg_b0 | ~para;  
	assign HEX4[1] = ~pg_b1 | ~para;
	assign HEX4[2] = ~pg_b2 | ~para;
	assign HEX4[3] = ~pg_b3 | ~para;
	assign HEX4[4] = ~pg_b4 | ~para;
	assign HEX4[5] = ~pg_b5 | ~para;
	assign HEX4[6] = ~pg_b6 | ~para;
	assign HEX5[0] = ~pg_o0| ~para;
	assign HEX5[1] = ~pg_o1| ~para;
	assign HEX5[2] = ~pg_o2| ~para;
	assign HEX5[3] = ~pg_o3| ~para;
	assign HEX5[4] = ~pg_o4| ~para;
	assign HEX5[5] = ~pg_o5| ~para;
	assign HEX5[6] = ~pg_o6| ~para;
	binaryToBcd  U_Fiyat(urun_fiyati0,urun_fiyati1,urun_fiyati2,urun_fiyati3,urun_fiyati4,return10,return11,return12,return13,return14,return15,return16,return17);
	bcdToDisplay U_Fiyat_Birler(return17,return16,return15,return14,uf_b0,uf_b1,uf_b2,uf_b3,uf_b4,uf_b5,uf_b6);
   bcdToDisplay U_Fiyat_Onlar(return13,return12,return11,return10,uf_o0,uf_o1,uf_o2,uf_o3,uf_o4,uf_o5,uf_o6);
	assign HEX6[0] = ~uf_b0;
	assign HEX6[1] = ~uf_b1;
	assign HEX6[2] = ~uf_b2;
	assign HEX6[3] = ~uf_b3;
	assign HEX6[4] = ~uf_b4;
	assign HEX6[5] = ~uf_b5;
	assign HEX6[6] = ~uf_b6;
	assign HEX7[0] = ~uf_o0;
	assign HEX7[1] = ~uf_o1;
	assign HEX7[2] = ~uf_o2;
	assign HEX7[3] = ~uf_o3;
	assign HEX7[4] = ~uf_o4;
	assign HEX7[5] = ~uf_o5;
	assign HEX7[6] = ~uf_o6;
	binaryToBcd  P_Ustu(para_ustu0,para_ustu1,para_ustu2,para_ustu3,para_ustu4,return20,return21,return22,return23,return24,return25,return26,return27);
	bcdToDisplay P_Ustu_Birler(return27,return26,return25,return24,pu_b0,pu_b1,pu_b2,pu_b3,pu_b4,pu_b5,pu_b6);
   bcdToDisplay P_Ustu_Onlar(return23,return22,return21,return20,pu_o0,pu_o1,pu_o2,pu_o3,pu_o4,pu_o5,pu_o6);
	reg p1,p2, p3,p4,p5,p6,p7,p8,p9,p10,p11,p12,p13,p14;
	assign HEX0[0]=~p1 | reset;
	assign HEX0[1]=~p2 | reset;
	assign HEX0[2]=~p3 | reset;
	assign HEX0[3]=~p4 | reset;
	assign HEX0[4]=~p5 | reset;
	assign HEX0[5]=~p6 | reset;
	assign HEX0[6]=~p7 | reset;
	assign HEX1[0]=~p8  | reset;
	assign HEX1[1]=~p9  | reset;
	assign HEX1[2]=~p10 | reset;
	assign HEX1[3]=~p11 | reset;
	assign HEX1[4]=~p12 | reset;
	assign HEX1[5]=~p13 | reset;
	assign HEX1[6]=~p14 | reset;
	wire reset;
	reg reset1,reset2;
	assign reset = ~(reset1 ^ reset2);
	reg a,b,c,d;
	assign LEDG[0] = a & ~reset;
	assign LEDG[1] = b & ~reset;
	assign LEDG[2] = c & ~reset;
   assign LEDG[3] = d & ~reset;
	always @(posedge ~KEY[0])
		begin
		  reset1 <= ~reset2;
		  a <=  ~SW[17] & ~SW[16]	& En;
		  b <=  ~SW[17] &  SW[16]	& En;
		  c <=   SW[17] & ~SW[16]	& En;
		  d <=   SW[17] &  SW[16]	& En;
		  p1 <= pu_b0 & En;
		  p2 <= pu_b1 & En;
		  p3 <= pu_b2 & En;
		  p4 <= pu_b3 & En;
		  p5 <= pu_b4 & En;
		  p6 <= pu_b5 & En;
		  p7 <= pu_b6 & En;
		  p8 <= pu_o0 & En;
		  p9 <= pu_o1 & En;
		  p10 <= pu_o2 & En;
		  p11 <= pu_o3 & En;
		  p12 <=  pu_o4 & En;
		  p13 <=  pu_o5 & En;
		  p14 <=  pu_o6 & En;
		end
	 always @(posedge ~KEY[1])
	 begin 
	  reset2 <= reset1;
	 end
endmodule
==> ./run.sh <==
#!/bin/bash
# OpenROAD 26Q1-2900-gdf79404cd8, Yosys 0.63+post, stock flow scripts
make -C /OpenROAD-flow-scripts/flow DESIGN_CONFIG=/design/flow/config.mk WORK_HOME=/design/flow/orfs finish
==> ./config.mk <==
export PLATFORM = sky130hd
export DESIGN_NAME = Project2
export DESIGN_NICKNAME = Project2
export VERILOG_FILES = /design/flow/design.v
export SDC_FILE = /design/flow/constraint.sdc
export NUM_CORES = 4
export LEC_CHECK = 1
export CORE_AREA = 10 10 95 95
export DIE_AREA = 0 0 105 105
==> ./constraint.sdc <==
current_design Project2

set clk_period 5.1
set clk_io_pct 0.2

create_clock -name clk0 -period $clk_period [get_ports {KEY}]

set non_clock_inputs [all_inputs -no_clocks]
set_input_delay [expr $clk_period * $clk_io_pct] -clock clk0 $non_clock_inputs
set_output_delay [expr $clk_period * $clk_io_pct] -clock clk0 [all_outputs]
==> reports/results.ini <==
[setup_path]
timing.rr.start = reset1$_DFF_N_
r2r_slack_ps = 4380
arrival_ps = 4160
critical_path.max_fanout = 4
r2r_end = reset2$_DFF_N_
required_ps = 2780
end_kind = flop
path_class = in -> reg
crit_path_start_kind = primary input
rr_worst_depth = 0

[sta]
rsz0062_at_grt = yes
finalSetupViolCount = 12
fin_setup_tns_ps = -10680
final.setup_skew_ps = 255.7
worst_slack_ps = -1383
slew_violations = 0
hold_violations = 0
relSlewSlack_pct = 46.28
worst_pin_slew_ps = 798.5

[clock_tree]
numCtsBuffers = 3
cts_tree = built
cts.clk_slew.worst_paths_ps = 40
clockRootBuffer = clkbuf_8
cts_buffer_depth = 2
cts.htree.levels = 1
ctsHoldBuffers = 0
clock_latency_ps = 290

[hold_path]
holdPathStages = 1
min_path_type = reg -> reg
hold-path-endpoint = reset1$_DFF_N_
worstHoldStart = reset2$_DFF_N_

[route]
via_per_inst = 4.359
drc = 0
drt-total-wl_um = 5426
route.detailed.wl_per_inst_um = 11.52
postRouteAntennaNets = 0
drt-initial-drc-count = 68
vias = 2053
detail_route.first_pass.iterations = 4
diodes = 0

[die]
chip_area_um2 = 11030
fp-utilization_pct = 31.16
die_y_um = 105
die_x_um = 105
top_level_ports = 72
core_area_um2 = 6907
row_count = 30

[synth]
ys_seq_share_pct = 17.67
top_logic_kind = simple AND/OR/NAND/NOR gates
yosys_most_used_dff = dfxtp_1
yosys.area.top_type = ha_1
netlist_top_cells_area = ha_1 (18%), dfxtp_1 (18%), buf_4 (5.2%), inv_1 (4.7%), mux2i_1 (4.7%)
ys_sh_mux_pct = 10.93
top_cells_by_count = ha_1 (31), inv_1 (27), nand2_1 (24), dfxtp_1 (19), buf_4 (15)
syn_area_per_cell_um2 = 8.341
yosys_warnings = 214
synth.distinct_cells = 51
ys_sh_xor_pct = 4.128
fa_ha_area_share_pct = 18.02
numSynthFlops = 19
synth.most_common_cell = ha_1
yosys_area_um2 = 2152
synth_top_area_share_pct = 18.02
synth-simple-area-share_pct = 18.78
synthCells = 258
edf_count = 0
synth_async_sr_flop_share_pct = 0
syn-cell-area_um2 = 2152
aoi_share_pct = 17.56
ys_cells = 258

[global_routing]
track_usage_pct = 9.464
grt_antenna_before_repair = 0
grt_pass1_wl_um = 9239
grt_max_degree = 26
grt_pass1_vias = 2023
grt_overflow = 0

[finish]
areaGrowthSynthToFinish_pct = 66.86
fin_util_pct = 51.99
n_fill_cell = 615
final_layout_size_suffix_gt1_share_pct = 37.07

[place]
dp_hpwl_um = 4293
port_buffers = 54
place_congestion = 0.8641

[job]
tool_warnings = 105
drv_cap = 0

[power]
powerDensity_nw_per_um2 = 234.7
leakage_nw = 1.671
peakVddDrop_v = 0.0001078
p_total_mw = 0.8428

[status]
failed_checks = negative setup slack
status = complete, but fails checks

[layout make-up]
type	instances	area [um2]	share of cell area [%]
multi-input cells	187	1779	49.55
repair buffers	122	1095	30.49
flip-flops and latches	19	384.1	10.70
well taps	96	120.1	3.345
inverters	25	100.1	2.787
clock inverters	19	71.32	1.986
clock buffers	3	41.29	1.150
[stage by stage]
stage,worst slack (ps),cell area [um2],hold WS [ps],instances
3_5_place_dp,-2230,3196,354.5,439
6_report,-1383,3591,187.6,471
5_1_grt,-1495,3591,172.3,471
2_1_floorplan,-1791,2306,348.7,259
3_3_place_gp,-2183,3196,350.6,439
4_1_cts,-1402,3435,109.5,466
[cell usage in the layout, fill, tap and decap left out, types with 4 or more instances in the layout]
master | synthesis | final
a21oi_1 | 12 | 9
inv_2 | 0 | 6
dfxtp_1 | 19 | 18
mux2i_1 | 10 | 10
a211oi_1 | 4 | 4
ha_1 | 31 | 21
buf_4 | 15 | 61
inv_1 | 27 | 36
nor3_1 | 9 | 6
ha_4 | 0 | 8
buf_6 | 1 | 7
dlymetal6s2s_1 | 0 | 6
nand3_1 | 4 | 4
clkdlybuf4s50_1 | 0 | 31
nand2_1 | 24 | 22
o21ai_0 | 11 | 11
dlygate4sd2_1 | 0 | 14
nor2b_1 | 8 | 6
nor2_1 | 13 | 9
[what timing repair did]
item                       CTS  global route
cloned                       0             0
gates resized               50            30
setup buffers                7             6
setup endpoints to repair   21            18
pin swaps                   15            26
[routing by layer]
| layer | wire, um | global-route usage [%] | vias up |
|---|---|---|---|
| li1 | - | - | 1098 |
| met1 | 2490 | 12.11 | 900 |
| met2 | 2482 | 15.48 | 53 |
| met3 | 439 | 3.168 | 2 |
| met4 | 13 | 1.373 | 0 |
| met5 | 0 | 0 | - |
[kinds of logic after synthesis]
logic type      after synthesis
buf+inv                      53
mux                          17
simple gates                 79
fa+ha+maj                    31
flops                        19
xor+xnor                      8
compound gates               49
other cells                   2
[critical path, cell delays in order]
cell and delay, ps:
buf_8 110, buf_6 110, ha_4 280, nor2b_4 170, nor2_4 60, xnor2_4 180
inv_2 70, ha_4 160, mux2_4 270, and2_4 130, mux4_2 480, a2111oi_4 320
inv_2 100, ha_4 160, or3b_4 360, a31oi_1 160
[power by group]
group | internal, mW | leakage, nW | total (mW) | switching, mW
Clock | 0.0720 | 0.123 | 0.136 | 0.0642
Sequential | 0.190 | 0.159 | 0.199 | 0.00891
Combinational | 0.285 | 1.39 | 0.507 | 0.222
[how the worst max path moves through the flow]
stage,cells past startpoint,start,slack [ps],endpoint
4_1_cts,16,SW[16],-1400,p6$_DFF_N_
5_1_grt,16,SW[16],-1500,p6$_DFF_N_
6_report,16,SW[16],-1380,p6$_DFF_N_
No activity file was given, so power comes from the tool's default toggle rates.
